`flow/run.sh`:
```
#!/bin/bash
# OpenROAD 26Q1-2900-gdf79404cd8, Yosys 0.63+post, stock flow scripts
make -C /OpenROAD-flow-scripts/flow DESIGN_CONFIG=/design/flow/config.mk WORK_HOME=/design/flow/orfs finish
```
`flow/config.mk`:
```
export PLATFORM = sky130hd
export DESIGN_NAME = branch_predictor_2bit
export DESIGN_NICKNAME = branch_predictor_2bit
export VERILOG_FILES = /design/flow/design.v
export SDC_FILE = /design/flow/constraint.sdc
export NUM_CORES = 4
export LEC_CHECK = 1
export CORE_AREA = 10 10 70 70
export DIE_AREA = 0 0 80 80
```
`flow/constraint.sdc`:
```
current_design branch_predictor_2bit

set clk_period 1.9
set clk_io_pct 0.2

create_clock -name clk0 -period $clk_period [get_ports {clk}]

set non_clock_inputs [all_inputs -no_clocks]
set_input_delay [expr $clk_period * $clk_io_pct] -clock clk0 $non_clock_inputs
set_output_delay [expr $clk_period * $clk_io_pct] -clock clk0 [all_outputs]
```
`flow/design.v`:
```
import mips_core_pkg::*;
interface axi_write_address ();
	logic AWVALID, AWREADY;
	logic [3:0] AWID;
	logic [3:0] AWLEN;
	logic [26 - 1 : 0] AWADDR;
	modport master (input AWREADY, output AWVALID, AWID, AWLEN, AWADDR);
	modport slave (output AWREADY, input AWVALID, AWID, AWLEN, AWADDR);
endinterface
interface axi_write_data ();
	logic WVALID, WREADY, WLAST;
	logic [3:0] WID;
	logic [32 - 1 : 0] WDATA;
	modport master (input WREADY, output WVALID, WLAST, WID, WDATA);
	modport slave (output WREADY, input WVALID, WLAST, WID, WDATA);
endinterface
interface axi_write_response ();
	logic BVALID, BREADY;
	logic [3:0] BID;
	modport master (input BVALID, BID, output BREADY);
	modport slave (output BVALID, BID, input BREADY);
endinterface
interface axi_read_address ();
	logic ARVALID, ARREADY;
	logic [3:0] ARID;
	logic [3:0] ARLEN;
	logic [26 - 1 : 0] ARADDR;
	modport master (input ARREADY, output ARVALID, ARID, ARLEN, ARADDR);
	modport slave (output ARREADY, input ARVALID, ARID, ARLEN, ARADDR);
endinterface
interface axi_read_data ();
	logic RVALID, RREADY, RLAST;
	logic [3:0] RID;
	logic [32 - 1 : 0] RDATA;
	modport master (output RREADY, input RVALID, RLAST, RID, RDATA);
	modport slave (input RREADY, output RVALID, RLAST, RID, RDATA);
endinterface
package mips_core_pkg;
typedef enum logic [4:0] {
	zero = 5'd0,
	at = 5'd1,
	v0 = 5'd2,
	v1 = 5'd3,
	a0 = 5'd4,
	a1 = 5'd5,
	a2 = 5'd6,
	a3 = 5'd7,
	t0 = 5'd8,
	t1 = 5'd9,
	t2 = 5'd10,
	t3 = 5'd11,
	t4 = 5'd12,
	t5 = 5'd13,
	t6 = 5'd14,
	t7 = 5'd15,
	s0 = 5'd16,
	s1 = 5'd17,
	s2 = 5'd18,
	s3 = 5'd19,
	s4 = 5'd20,
	s5 = 5'd21,
	s6 = 5'd22,
	s7 = 5'd23,
	t8 = 5'd24,
	t9 = 5'd25,
	k0 = 5'd26,
	k1 = 5'd27,
	gp = 5'd28,
	sp = 5'd29,
	s8 = 5'd30,
	ra = 5'd31
} MipsReg;
typedef enum logic [4:0] {
	ALUCTL_NOP,			 
	ALUCTL_ADD,			 
	ALUCTL_ADDU,		 
	ALUCTL_SUB,			 
	ALUCTL_SUBU,		 
	ALUCTL_AND,			 
	ALUCTL_OR,			 
	ALUCTL_XOR,			 
	ALUCTL_SLT,			 
	ALUCTL_SLTU,		 
	ALUCTL_SLL,			 
	ALUCTL_SRL,			 
	ALUCTL_SRA,			 
	ALUCTL_SLLV,		 
	ALUCTL_SRLV,		 
	ALUCTL_SRAV,		 
	ALUCTL_NOR,			 
	ALUCTL_MTC0_PASS,	 
	ALUCTL_MTC0_FAIL,	 
	ALUCTL_MTC0_DONE,	 
	ALUCTL_BA,			 
	ALUCTL_BEQ,
	ALUCTL_BNE,
	ALUCTL_BLEZ,
	ALUCTL_BGTZ,
	ALUCTL_BGEZ,
	ALUCTL_BLTZ
} AluCtl;
typedef enum logic {
	WRITE,
	READ
} MemAccessType;
typedef enum logic {
	NOT_TAKEN,
	TAKEN
} BranchOutcome;
endpackage
import mips_core_pkg::*;
module branch_controller (
	input clk,     
	input rst_n,   
	pc_ifc.in dec_pc,
	branch_decoded_ifc.hazard dec_branch_decoded,
	pc_ifc.in ex_pc,
	branch_result_ifc.in ex_branch_result
);
	logic request_prediction;
	branch_predictor_always_not_taken PREDICTOR (
		.clk, .rst_n,
		.i_req_valid     (request_prediction),
		.i_req_pc        (dec_pc.pc),
		.i_req_target    (dec_branch_decoded.target),
		.o_req_prediction(dec_branch_decoded.prediction),
		.i_fb_valid      (ex_branch_result.valid),
		.i_fb_pc         (ex_pc.pc),
		.i_fb_prediction (ex_branch_result.prediction),
		.i_fb_outcome    (ex_branch_result.outcome)
	);
	always_comb
	begin
		request_prediction = dec_branch_decoded.valid & ~dec_branch_decoded.is_jump;
		dec_branch_decoded.recovery_target =
			(dec_branch_decoded.prediction == TAKEN)
			? dec_pc.pc + 26'd8
			: dec_branch_decoded.target;
	end
endmodule
module branch_predictor_always_not_taken (
	input clk,     
	input rst_n,   
	input logic i_req_valid,
	input logic [26 - 1 : 0] i_req_pc,
	input logic [26 - 1 : 0] i_req_target,
	output mips_core_pkg::BranchOutcome o_req_prediction,
	input logic i_fb_valid,
	input logic [26 - 1 : 0] i_fb_pc,
	input mips_core_pkg::BranchOutcome i_fb_prediction,
	input mips_core_pkg::BranchOutcome i_fb_outcome
);
	always_comb
	begin
		o_req_prediction = NOT_TAKEN;
	end
endmodule
module branch_predictor_2bit (
	input clk,     
	input rst_n,   
	input logic i_req_valid,
	input logic [26 - 1 : 0] i_req_pc,
	input logic [26 - 1 : 0] i_req_target,
	output mips_core_pkg::BranchOutcome o_req_prediction,
	input logic i_fb_valid,
	input logic [26 - 1 : 0] i_fb_pc,
	input mips_core_pkg::BranchOutcome i_fb_prediction,
	input mips_core_pkg::BranchOutcome i_fb_outcome
);
	logic [1:0] counter;
	task incr;
		begin
			if (counter != 2'b11)
				counter <= counter + 2'b01;
		end
	endtask
	task decr;
		begin
			if (counter != 2'b00)
				counter <= counter - 2'b01;
		end
	endtask
	always_ff @(posedge clk)
	begin
		if(~rst_n)
		begin
			counter <= 2'b01;	 
		end
		else
		begin
			if (i_fb_valid)
			begin
				case (i_fb_outcome)
					NOT_TAKEN: decr();
					TAKEN:     incr();
				endcase
			end
		end
	end
	always_comb
	begin
		o_req_prediction = counter[1] ? TAKEN : NOT_TAKEN;
	end
endmodule
```
==> deck_impl_summary.md <==
Flow Results at a Glance

Synthesis
  – Synth Seq Share: 41.6%
  – Xor/xnor share: 0%
  – Yosys aoi share: 29.9%
  – Adder Area Share: 0%
  – Synthesis area per yosys: 96.3 µm²
  – MUX area fraction: 0%
  – Unique masters post-synth: 9
  – Area of the mapped netlist: 96.3 µm²
  – FF+latch count, synth: 2
  – Top non-seq family: AND-OR/OR-AND gates
  – Ys cells: 13
  – Synthesized instance count: 13
  – Syn_area_per_cell: 7.41 µm²
  – Yosys warning tally: 1
  – Simple-Gate Fraction of Synth Area: 28.6%

Job
  – Tool warning count: 105
  – Max-cap viol count: 0

STA
  – Fin crit period: 1.46 ns
  – Final period utilization: 76.8%
  – Fin Setup TNS: 0 ns
  – Relative slew slack: 89.3%
  – FMAX: 685 MHz
  – RSZ-0062 raised after global routing: false
  – Worst Max-Slew Pin Slew: 0.160 ns
  – Count of final hold-check violations: 0
  – Clk_skew: 0.00235 ns
  – Setup violations, final: 0
  – Fin. max-slew vios: 0

Placed design
  – DP Wirelength: 246 µm
  – IO Port Bufs: 4
  – Gpl congestion: 0.530

Worst setup path
  – Worst reg2reg startpoint: counter[0]
  – Setup CP Type: reg -> out
  – Worst Path Buf+Inv: 1
  – Critical-path cell list: clkdlybuf4s50_1
  – Crit path arrival time: 1.08 ns
  – CP required: 1.52 ns
  – Slowest stage cell, crit path: clkdlybuf4s50_1
  – Crit-path max cell delay: 0.49 ns
  – Delay-heaviest family, CP: buffers and inverters
  – CP Capture Type: primary output
  – Crit Path Max Fanout: 4
  – Setup crit start kind: register
  – Worst reg-to-reg path cell count: 3
  – R2r setup slk: 1.01 ns
  – Reg2reg end: counter[0]

Min path
  – WHS Endpoint: counter[1]
  – Hold Path Origin: counter[1]
  – Hold Path Depth: 2
  – Worst Hold Class: reg -> reg

Global route
  – First-pass GRT wire length: 531 µm
  – Total congestion overflow: 0
  – GRT Overall Usage: 1.13%
  – Initial antenna violation count: 0
  – Vias in the first global route: 129
  – Largest net degree at the start of global routing: 6

Route
  – DR vias: 112
  – Remaining antenna violation count: 0
  – Routed vias/inst: 1.70
  – DR DRC count: 0
  – Average routed wire per standard cell: 4.79 µm
  – Wirelength, routed: 316 µm
  – First drt pass iteration count: 2
  – Initial DRC Count: 2
  – Diodes inserted: 0

Final layout
  – Top cells excl fill/tap: clkdlybuf4s50_1 (4), nand2_1 (3), clkbuf_4 (3)
  – Biggest register: counter
  – Area growth from synthesis to layout: 125%
  – Share of post-route cells with drive strength above 1: 15.0%
  – Most frequent logic cell in the layout: clkdlybuf4s50_1
  – Largest regs: counter (2)
  – Number of flip-flops in the largest register: 2
  – Fillers: 412
  – Flop area: 40.0 µm²
  – Footprint of the multi-input gates: 56.3 µm²

Clock network
  – CTS tree: done
  – Setup Buffers After CTS: 0
  – Root buffer cell: clkbuf_4
  – Clk latency late pin: 0.22 ns
  – Hold buffers post-CTS: 0
  – CTS clk-pin slew, worst paths: 0.03 ns
  – Clk sink count: 2
  – Post-CTS sizing: 0
  – H-tree depth: 1
  – Number of buffers created by CTS: 3
  – Max clock buf depth: 2

Die
  – Die width: 80 µm
  – Core Area: 3420 µm²
  – Cell row count: 21
  – Die height: 80 µm
  – # IOs: 85
  – FP Core Util: 2.82%
  – Full die area: 6400 µm²

Power and ir drop
  – Net Sw Power: 40.9 µW
  – P_int: 137 µW
  – Part of the power in combinational logic: 15.7%
  – Seq pwr share: 30.9%
  – Leak: 0.0000722 µW
  – Power per cell area: 821 nW/µm²
  – Total power: 178 µW
  – Clock Power Share: 53.3%
  – Worst vdd ir: 81.1 µV
  – Switching Share: 23.0%

Status
  – Outcome: complete, no violations
worst max-delay path by stage:
stage	slack [ns]	start	cells after the start	to
CTS	0.40	counter[1]	1	o_req_prediction
global route	0.36	counter[1]	1	o_req_prediction
finish	0.44	counter[1]	1	o_req_prediction
metrics by stage:
stage	util [%]	worst slack (ns)	instances	cell area [µm²]	hold WS [ns]
detailed placement	5.68	0.508	63	194	0.516
global placement	5.68	0.542	63	194	0.507
finish	6.34	0.440	66	216	0.510
CTS	6.34	0.400	66	216	0.520
global route	6.34	0.360	66	216	0.569
floorplan	-	1.02	13	96.3	0.460
Yosys cell counts:
cell     instances  area, µm²
nand2_1          3       11.3
a21oi_1          2       10.0
dfxtp_1          2       40.0
a21o_1           1       7.51
nor2_1           1       3.75
nor2b_1          1       6.26
o21ai_1          1       5.00
o22ai_1          1       6.26
or2_0            1       6.26
power groups by stage:
| stage | Combinational (µW) | Sequential [µW] | Clock [µW] |
|---|---|---|---|
| finish | 28.0 | 55.0 | 94.8 |
| global route | 32.6 | 56.4 | 101 |
| CTS | 28.7 | 55.2 | 102 |
metal layers:
metal / share of wire [%] / GRT usage (%)
met1: 37 / 0.928
met2: 49 / 1.52
met3: 12 / 1.36
met4: 1.6 / 0.704
met5: 0 / 0
cell type report:
cell class	instances	area share [%]
timing repair buffer	4	18.5
clock buffer	3	10.4
tap	46	26.6
multi-input combinational	11	26.0
sequential	2	18.5
kinds of logic (layout without fill, tap and decap cells):
group,after synthesis,count (layout)
and+or+nand+nor,6,6
AOI/OAI and AO/OA,5,5
DFF,2,2
buffers and inverters,0,7
Power and IR drop assume default switching activity.
